$ cat flow/run.sh
#!/bin/bash
# OpenROAD 26Q1-2900-gdf79404cd8, Yosys 0.63+post, stock flow scripts
make -C /OpenROAD-flow-scripts/flow DESIGN_CONFIG=/design/flow/config.mk WORK_HOME=/design/flow/orfs finish
$ cat flow/config.mk
export PLATFORM = sky130hd
export DESIGN_NAME = clockgen
export DESIGN_NICKNAME = clockgen
export VERILOG_FILES = /design/flow/design.v
export SDC_FILE = /design/flow/constraint.sdc
export NUM_CORES = 4
export LEC_CHECK = 1
export CORE_AREA = 10 10 72 72
export DIE_AREA = 0 0 82 82
$ cat flow/constraint.sdc
current_design clockgen

set clk_period 1.6
set clk_io_pct 0.2

create_clock -name clk0 -period $clk_period [get_ports {clk}]

set non_clock_inputs [all_inputs -no_clocks]
set_input_delay [expr $clk_period * $clk_io_pct] -clock clk0 $non_clock_inputs
set_output_delay [expr $clk_period * $clk_io_pct] -clock clk0 [all_outputs]
$ cat flow/design.v
module clockdiv( clk, Q);
  parameter N=4;
  input clk;
  output reg [N-1:0] Q;
  integer i;
  reg [N-1:0] previs1;
  initial
    Q = 0;
  always @*
  begin
    previs1[0] = 1'b1;
	for (i=1; i<N; i=i+1)
	  previs1[i] = Q[i-1] && previs1[i-1];
  end
  always @(posedge clk)
  begin
	for (i=0; i<N; i=i+1)
	  if (previs1[i])
	    Q[i] <= !Q[i];
  end
  endmodule  
  module clocktune (clk, adj_hi, adj_lo, adjclk_div4);
    parameter N=4;
	input clk, adj_hi, adj_lo;
	output reg adjclk_div4;  
	wire [N-1:0] Q;
	reg [1:0] phase;
	initial
	begin
	   phase = 0;
	   adjclk_div4 = 0;
	end
	clockdiv #(N) div ( clk, Q);
	wire [1:0] Q_delay = Q[1:0] + phase;
	always @(posedge clk)
	begin
		if (Q == 0 && adj_hi)
			phase <= phase + 2'h1;  
		else if (Q == 0 && adj_lo)
		    phase <= phase - 2'h1;  
		adjclk_div4 <= Q_delay[1];
	end
endmodule  
module clockgen (clk, clk_div2, rate_sel, adj_hi, adj_lo, mclk, bitclk);
    parameter ADJ=10;
	input clk, clk_div2, adj_hi, adj_lo;
	input [1:0] rate_sel;  
	output reg mclk, bitclk;
	wire clk_adj;
	wire [1:0] clks;
	clocktune #(ADJ) clockadj  
    (clk, adj_hi, adj_lo, clk_adj);
	clockdiv #(2) do_mclk ( clk_adj, clks);  
	always @*
	begin
	  case(rate_sel)
	  2'h0:   
      begin
 	     mclk = clks[0]; 
		 bitclk = 0;
	  end
	  2'h1:   
      begin
 	     mclk = clks[0]; 
		 bitclk = clks[1];
	  end
	  2'h2:  
	  begin
		 mclk = clk_adj;
		 bitclk = clks[0];
	  end
	  2'h3:
	  begin
		mclk = clk_div2;  
		bitclk = clk_adj;
	  end
	  endcase
	end
endmodule  
==> out/metrics.yaml <==
clocking:
  clock_tree.htree_level_count: 1
  cts.root.buffer_cell: "sky130_fd_sc_hd__clkbuf_8"
  tritoncts_clock_tree: "done"
  maximum_clock_insertion_buffer_count: 2
  cts-hold-fix-buffers: 0
  clock.latency.late_pin_ns: 0.24
  numCtsBuffers: 3
  postCtsSetupBuffers: 0
  cts.clk_slew.worst_paths_ns: 0.05
worst_hold_path:
  timing.hold.worst.class: "reg -> reg"
placed_design:
  dpl.hpwl_microns: 757
  placedCellCount: 111
  numPortBuffers: 7
  placed_area_sq_um: 787
  final_wtd_congestion: 0.725
die:
  floorplan.rows: 22
  dieArea_sq_mm: 0.00672
  die_height_microns: 82
  floorplan.initialDensity_pct: 17.6
  ioPinCount: 8
  placeableCoreArea_sq_mm: 0.00369
  die_w_microns: 82
yosys:
  post_synth_mux_area_share_pct: 3.28
  ys_warn_count: 4
  synthCells: 55
  synthTopLogicFamily: "simple AND/OR/NAND/NOR gates"
  synth_cell_types: 19
  synth.yosys.seq_area_share_pct: 64.7
  synth-area-yosys_sq_um: 649
  synthesis.area_per_instance_sq_um: 11.8
  synth_area_sq_um: 649
  adder_share_pct: 0
  ys_sh_xor_pct: 5.39
  synth-seq-cells: 15
  synth-cells-yosys: 55
  complex_gate_fraction_of_the_synthesized_area_pct: 3.28
  yosys.area_share.simple_pct: 15.2
critical_path:
  worstSetupEndpoint: "bitclk"
  rr_endpoint: "clockadj.phase[0]"
  r2r.worst_path.cells: 2
  critical_path.max_fanout: 2
  worst-setup-path-type: "in -> out"
  worst_setup_path_end_kind: "output port"
  critPathRequiredTime_ns: 1.28
  r2r_slack_ns: 0.25
  critical_path_arrival_ns: 1.20
  worstReg2RegStart: "clockadj.div.Q[1]"
  worstSetupStartpointType: "input port"
  setup.worst_path.start: "rate_sel[1]"
finish:
  stdcell_count: 115
  fill_cells: 403
  finish.instance_area_sq_um: 831
  final_layout_top_logic_cells: "sky130_fd_sc_hd__inv_1 (14), sky130_fd_sc_hd__edfxtp_1 (12), sky130_fd_sc_hd__nor2_1 (5)"
  synthToLayoutAreaGrowth_pct: 27.9
  layout_top_cell_excl_fill_tap: "sky130_fd_sc_hd__inv_1"
  final_layout_size_suffix_gt1_share_pct: 14.9
flow_run:
  tool_warnings: 25
  cap_viol_max_count: 0
status:
  status: "finished clean"
final_timing:
  worst_rel_slew_slack_pct: 81.8
  register_pins_left_without_a_clock: 2
  tightestPinTransition_ns: 0.270
  period_needed_ns: 1.52
  maxSlewViolCount: 0
  skew_ns: 0.000708
  timing.final.hold_violations: 0
  unconstrained_endpoints: 3
  tns_ns: 0
  fmax_mhz: 659
  post_route_clock_period_utilization_pct: 94.9
  setup_viol_count_final: 0
  grt_setup_unrepaired: "no"
power:
  power_frac_seq_pct: 54.1
  ir_drop_uv: 233
  power.internal_w: 0.000551
  power.switching_fraction_pct: 17.7
  p_leak_nw: 0.295
  pwr-share-clk_pct: 42.3
  switchingPower_w: 0.000118
  powerDensity_mw_per_mm2: 806
  power.share.combinational_pct: 3.6
routing:
  drt_wl_total_microns: 941
  post_drt_via_cell_ratio: 3.48
  drt_first_pass_iters: 3
  detailroute.via_count: 400
  detail_route.iter0.violations: 32
  antenna_cells: 0
  route.antenna.remaining_nets: 0
  drc_errors: 0
  avgRoutedWirePerCell_microns: 8.18
global_routing:
  largest_net_degree_at_the_start_of_global_routing: 9
  vias_in_the_first_global_route: 399
  overflow: 0
  grt_antenna_before_repair: 0
  grt_first_pass_wirelength_mm: 1.69
  groute.usage.overall_pct: 3.17
## power groups by stage
| stage | clock network (W) | logic [W] | registers, W |
|---|---|---|---|
| CTS | 0.000294 | 0.0000245 | 0.000362 |
| global route | 0.000313 | 0.0000268 | 0.000362 |
| finish | 0.000283 | 0.0000241 | 0.000362 |
## what timing repair did
action                     CTS  global route
gates resized                6             0
setup endpoints to repair    2             0
hold endpoints to repair     0             0
## flip-flops by register name (all words and copies together), names as in the netlist
name                  count
clockadj.adjclk_div4      1
clockadj.div.Q           10
clockadj.phase            2
do_mclk.Q                 2
## critical path, stage by stage
cell	delay [ns]
sky130_fd_sc_hd__clkdlybuf4s15_2	0.19
sky130_fd_sc_hd__mux2_2	0.32
sky130_fd_sc_hd__nand2_1	0.06
sky130_fd_sc_hd__o21ai_0	0.07
sky130_fd_sc_hd__dlygate4sd2_1	0.24
## per-layer routing
metal | global-route usage (%) | vias up | wire length, microns
li1 | - | 206 | -
met1 | 4.34 | 180 | 467
met2 | 3.84 | 14 | 337
met3 | 2.64 | 0 | 136
met4 | 0.340 | 0 | 0
met5 | 0 | - | 0
## Yosys cell counts
| cell | instances | area (sq um) |
|---|---|---|
| sky130_fd_sc_hd__inv_1 | 14 | 52.6 |
| sky130_fd_sc_hd__nor2_1 | 5 | 18.8 |
| sky130_fd_sc_hd__nand2_1 | 3 | 11.3 |
| sky130_fd_sc_hd__and3_1 | 1 | 6.26 |
| sky130_fd_sc_hd__xnor2_1 | 3 | 26.3 |
| sky130_fd_sc_hd__mux2_2 | 1 | 11.3 |
| sky130_fd_sc_hd__o21ai_0 | 1 | 5.00 |
| sky130_fd_sc_hd__xor2_1 | 1 | 8.76 |
| sky130_fd_sc_hd__o2111a_1 | 1 | 11.3 |
| sky130_fd_sc_hd__a21oi_1 | 1 | 5.00 |
| sky130_fd_sc_hd__nor4_2 | 2 | 25.0 |
| sky130_fd_sc_hd__nand3_1 | 1 | 5.00 |
| sky130_fd_sc_hd__nor3_1 | 2 | 10.0 |
| sky130_fd_sc_hd__nand4_1 | 1 | 6.26 |
| sky130_fd_sc_hd__edfxtp_1 | 12 | 360 |
| sky130_fd_sc_hd__nand3_2 | 1 | 10.0 |
| sky130_fd_sc_hd__dfxtp_1 | 3 | 60.1 |
| sky130_fd_sc_hd__mux2i_1 | 1 | 10.0 |
| sky130_fd_sc_hd__and2_1 | 1 | 6.26 |
## area by class of cell
type                       count  area [sq um]  area share, %
clock buffer                   3          41.3           4.97
clock inverter                 1          5.00          0.602
inverter                      14          52.6           6.33
multi-input combinational     26           176           21.2
sequential                    15           420           50.6
tap                           48          60.1           7.23
timing repair buffer           8          75.1           9.04
## cells by family after synthesis
kind of cell | count (synthesis)
AND-OR/OR-AND | 3
XOR/XNOR | 4
buffers and inverters | 14
flip-flops | 15
multiplexers | 2
AND/OR/NAND/NOR | 17
## worst min-delay path by stage
stage                              from           endpoint  slack, ns  cells past startpoint
after global routing  clockadj.div.Q[0]  clockadj.div.Q[0]       0.49                      1
final                 clockadj.div.Q[0]  clockadj.div.Q[0]       0.46                      1
after CTS             clockadj.div.Q[0]  clockadj.div.Q[0]       0.46                      1
## stage by stage
stage	hold WS, ns	power [W]	utilization [%]	setup slack [ns]
6_report	0.458	0.000670	22.5	0.0817
5_1_grt	0.490	0.000702	22.5	0.00203
4_1_cts	0.461	0.000680	22.5	0.0678
3_5_place_dp	0.448	0.000397	21.3	-0.423
3_3_place_gp	0.438	0.000395	21.3	-0.384
2_1_floorplan	0.420	0.000374	-	0.348
Power figures rest on the tool's default switching activity, not on a simulated workload.
