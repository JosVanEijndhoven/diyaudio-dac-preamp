==> flow/design.v <==
`timescale 1ns / 1ps
module i2cSlave (
  rst_p,  
  sda, scl,
  myReg0,
  myReg1,
  myReg4,
  myReg5,
  dbg
);
parameter [6:0] i2c_address = 7'h10;
input rst_p;
inout sda;
input scl;
output reg [7:0] myReg0 = 8'h00;
output reg [7:0] myReg1 = 8'h00;
input [7:0] myReg4;
input [7:0] myReg5;
output [5:0] dbg;
reg     sda_out = 1'b1;
assign  sda = sda_out ? 1'bz : 1'b0;
reg             start_detect = 0;
reg             start_resetter = 0;
wire            start_rst = rst_p | start_resetter;
always @ (posedge start_rst or negedge sda)
begin
        if (start_rst)
                start_detect <= 1'b0;
        else
                start_detect <= scl;
end
always @ (posedge rst_p or posedge scl)
begin
        if (rst_p)
                start_resetter <= 1'b0;
        else
                start_resetter <= start_detect;
end
reg             stop_detect = 0;
reg             stop_resetter = 0;
wire            stop_rst = rst_p | stop_resetter;
always @ (posedge stop_rst or posedge sda)
begin   
        if (stop_rst)
                stop_detect <= 1'b0;
        else
                stop_detect <= scl;
end
always @ (posedge rst_p or posedge scl)
begin   
        if (rst_p)
                stop_resetter <= 1'b0;
        else
                stop_resetter <= stop_detect;
end
reg [3:0]       bit_counter = 4'h0;
wire            lsb_bit = (bit_counter == 4'h7) && !start_detect;
wire            ack_bit = (bit_counter == 4'h8) && !start_detect;
always @ (negedge scl)
begin
        if (ack_bit || start_detect)
                bit_counter <= 4'h0;
        else
                bit_counter <= bit_counter + 4'h1;
end
reg [7:0]       input_shift;
wire            address_detect = (input_shift[7:1] == i2c_address);
wire            read_write_bit = input_shift[0];
always @ (posedge scl)  
begin
        if (!ack_bit)
                input_shift <= {input_shift[6:0], sda};
end
reg             master_ack;
always @ (posedge scl)
begin
        if (ack_bit)
                master_ack <= ~sda;
end
parameter [2:0] STATE_IDLE      = 3'h0,
                STATE_DEV_ADDR  = 3'h1,
                STATE_READ      = 3'h2,
                STATE_IDX_PTR   = 3'h3,
                STATE_WRITE     = 3'h4;
reg [2:0]       state = STATE_IDLE;
wire            write_strobe = (state == STATE_WRITE) && ack_bit;
always @ (negedge scl)
begin
		if (start_detect)
                state <= STATE_DEV_ADDR;
        else if (ack_bit)
        begin
                case (state)
                STATE_DEV_ADDR:
                        if (!address_detect)
                                state <= STATE_IDLE;
                        else if (read_write_bit)
                                state <= STATE_READ;
                        else
                                state <= STATE_IDX_PTR;
                STATE_READ:
                        if (master_ack)
                                state <= STATE_READ;
                        else
                                state <= STATE_IDLE;
                STATE_IDX_PTR:
                        state <= STATE_WRITE;
                STATE_WRITE:
                        state <= STATE_WRITE;
				default:  
						state <= STATE_IDLE;
                endcase
        end
end
reg [7:0] index_pointer = 8'h00;
always @ (negedge scl)
begin
		if (ack_bit)
        begin
                if (state == STATE_IDX_PTR)
                        index_pointer <= input_shift;
                else
                        index_pointer <= index_pointer + 8'h01;
        end
end
always @ (negedge scl)
begin
	if (write_strobe)
    begin
		case (index_pointer)
		8'h30: myReg0 <= input_shift;
        8'h31: myReg1 <= input_shift;
		endcase
	end
end
reg [7:0] output_shift;
always @ (negedge scl)
begin   
    if (lsb_bit)
    begin   
        case (index_pointer)
        8'h30: output_shift <= myReg0;
        8'h31: output_shift <= myReg1;
        8'h34: output_shift <= myReg4;
        8'h35: output_shift <= myReg5;
	    default: output_shift <= 8'hca;
        endcase
    end
    else
        output_shift <= {output_shift[6:0], 1'b0};
end
always @ (negedge scl)  
begin   
		if (start_detect)
                sda_out <= 1'b1;
        else if (lsb_bit)
        begin   
                sda_out <=
                    !(((state == STATE_DEV_ADDR) && address_detect) ||
                      (state == STATE_IDX_PTR) ||
                      (state == STATE_WRITE));
        end
        else if (ack_bit)
        begin
                if (((state == STATE_READ) && master_ack) ||
                    ((state == STATE_DEV_ADDR) &&
                        address_detect && read_write_bit))
                        sda_out <= output_shift[7];
                else
                        sda_out <= 1'b1;
        end
        else if (state == STATE_READ)
                sda_out <= output_shift[7];
        else
                sda_out <= 1'b1;
end
assign dbg = {state, start_detect, address_detect, ack_bit};
endmodule
==> flow/run.sh <==
#!/bin/bash
# OpenROAD 26Q1-2900-gdf79404cd8, Yosys 0.63+post, stock flow scripts
make -C /OpenROAD-flow-scripts/flow DESIGN_CONFIG=/design/flow/config.mk WORK_HOME=/design/flow/orfs finish
==> flow/config.mk <==
export PLATFORM = sky130hd
export DESIGN_NAME = i2cSlave
export DESIGN_NICKNAME = i2cSlave
export VERILOG_FILES = /design/flow/design.v
export SDC_FILE = /design/flow/constraint.sdc
export NUM_CORES = 4
export LEC_CHECK = 1
export CORE_AREA = 10 10 70 70
export DIE_AREA = 0 0 80 80
==> flow/constraint.sdc <==
current_design i2cSlave

set clk_period 1.4
set clk_io_pct 0.2

create_clock -name clk0 -period $clk_period [get_ports {scl}]
create_clock -name clk1 -period $clk_period [get_ports {sda}]

set non_clock_inputs [all_inputs -no_clocks]
set_input_delay [expr $clk_period * $clk_io_pct] -clock clk0 $non_clock_inputs
set_output_delay [expr $clk_period * $clk_io_pct] -clock clk0 [all_outputs]
==> results.txt <==
run results: num rows=21, critical path endpoint category=output pin, setup slack, reg-to-reg=0.21 ns, RSZ-0062 raised after global routing=yes, worst vdd ir=0.454 mV, largest net degree at the start of global routing=5, Post-Route WL=699 um, WL/cell=6.35 um, Avg Synthesized Cell Area=8.71 sq um, clk root buf=clkbuf_4, WP data required=1.12 ns, CP startpoint=bit_counter[1], R2R depth=5, Worst-path clk slew=0.03 ns, Placeable Area=3420 sq um, Switching Fraction=25.7%, Setup WS pre-CTS=-0.737 ns, clock sink total=6, leakage=0.283 nW, CTS max path bufs=2, outcome=finished with violations, sequential power share=44.5%, total number of yosys warnings=2, r2r endpoint=state[2], pwr dens=773 nW/um^2, Area Growth Syn to Fin=28.1%, Max-cap violations=0, initial antenna violation count=0, Critical Path Source Type=flip-flop, Die W=80 um, global-route wire length before repair=1.10 mm, NetSw=104 uW, most numerous logic cell after layout=conb_1, layout cells sized above 1=32.8%, Final Max Tran Viols=0, die area=6400 sq um, tool warnings=54, Post-CTS Hold Buffers=0, # IOs=41, first-pass detailed-route iteration total=2, IO Port Bufs=3, clock share of power=54.7%, Cells after Synth=47, RR Startpoint=bit_counter[1], DIE HEIGHT=80 um, most instantiated logic cells after routing=conb_1 (20), buf_4 (8), inv_1 (7), htree depth=1, worst clock skew=0.0112 ns, FP Util=12.0%, vias in the first global route=297, HPWL after DPL=601 um, logic area=193 sq um, Seq/Total Area, Yosys=34.3%, final setup violation count=3, # DRC=0, All-Layer GR Usage=2.05%, WS Path Type=flip-flop to output pin, Reg area=143 sq um, Crit Path Max Fanout=2, Critical Path End=dbg[0], number of diodes=0, GR Overflow Total=0, CTS tree=yes, vias per cell=2.45, FILL cells=404, type of the worst min-delay path=flip-flop to flip-flop, flops out of synthesis=6, Distinct cells, synth=14, Num CTS Buffers=3, YS chip area=409 sq um, PnR worst setup slack=-0.628 ns, Routed Antenna Nets=0, Comb pwr share=0.8%, Post-Place Cells=101, failing checks=negative setup slack, final cell count without fillers=110, ys cells=47, vias=270, DR iter-0 viols=2, routability cong.=0.730, Mapped Area=409 sq um, WP data arrival=1.75 ns, Fin. Hold Viols=0, total internal power=301 uW
==> flip-flops by register name, summed over array words and instances (netlist names) <==
register / count
state: 2
bit_counter: 4
==> power by group through the flow <==
stage / sequential [mW] / clock [mW] / combinational, mW
CTS: 0.180 / 0.236 / 0.00509
global route: 0.180 / 0.263 / 0.00627
finish: 0.180 / 0.221 / 0.00326
==> critical path: stages (launching register included) <==
cell     delay (ns)
dfxtp_2        0.31
inv_2          0.06
ha_4           0.14
nand2_4        0.06
nor2_4         0.09
buf_2          0.10
==> per-stage QoR <==
stage,power [mW],utilization (%),TNS [ns],hold slack [ns],instance area (sq um)
3_3_place_gp,0.219,14.1,-1.49,0.469,480
6_report,0.405,15.3,-1.36,0.504,524
5_1_grt,0.449,15.3,-1.57,0.530,524
2_1_floorplan,0.253,-,-0.366,0.419,498
3_5_place_dp,0.218,14.1,-1.50,0.476,480
4_1_cts,0.422,15.1,-1.43,0.486,514
==> kinds of logic after synthesis <==
group | after synthesis | synth area share, %
fa+ha+maj | 2 | 6.12
flops | 6 | 34.3
simple gates | 11 | 14.1
other cells | 1 | 0.917
compound gates | 2 | 2.44
buf+inv | 25 | 42.2
==> layout make-up <==
class | count | share of cell area (%)
timing repair buffer | 11 | 14.3
clock buffer | 3 | 4.30
clock inverter | 6 | 4.30
multi-input combinational | 35 | 36.8
inverter | 3 | 2.15
tap | 46 | 11.0
sequential | 6 | 27.2
==> how the worst min path moves through the flow <==
stage	end	start	cells after the start	slack, ns
5_1_grt	bit_counter[0]	bit_counter[0]	2	0.53
4_1_cts	bit_counter[3]	bit_counter[3]	1	0.49
6_report	bit_counter[0]	bit_counter[0]	2	0.50
==> synth_stat cells <==
| cell | number | area, sq um |
|---|---|---|
| ha_1 | 2 | 25.0 |
| nand3_1 | 3 | 15.0 |
| conb_1 | 1 | 3.75 |
| nand2b_1 | 1 | 6.26 |
| nor2_2 | 1 | 6.26 |
| dfxtp_1 | 4 | 80.1 |
| o21ai_1 | 1 | 5.00 |
| inv_1 | 4 | 15.0 |
| nand2_1 | 1 | 3.75 |
| nor2_1 | 2 | 7.51 |
| buf_4 | 21 | 158 |
| edfxtp_1 | 2 | 60.1 |
| o21ai_0 | 1 | 5.00 |
| nor2b_1 | 3 | 18.8 |
==> metal layers <==
metal  up-vias  wire length, um  global-route usage, %
li1        138                -                      -
met2        20              263                   2.01
met4         0               24                   1.41
met1       110              339                   2.75
met3         2               71                   1.59
met5         -                0                      0
==> timing repair <==
| action | CTS | global route |
|---|---|---|
| pin swaps | 1 | 0 |
| buffers inserted | 1 | 0 |
| setup endpoints to repair | 3 | 3 |
| gates resized | 9 | 2 |
| endpoints found under the hold margin | 0 | 0 |
No activity file was given, so power comes from the tool's default toggle rates.
