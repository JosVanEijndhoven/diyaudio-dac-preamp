$ cat design/flow/config.mk
export PLATFORM = sky130hd
export DESIGN_NAME = clock_mode
export DESIGN_NICKNAME = clock_mode
export VERILOG_FILES = /design/flow/design.v
export SDC_FILE = /design/flow/constraint.sdc
export NUM_CORES = 4
export LEC_CHECK = 1
export CORE_UTILIZATION = 40
$ cat design/flow/design.v
module clockdiv( clk, Q);
  parameter N=4;
  input clk;
  output reg [N-1:0] Q;
  integer i;
  reg [N-1:0] previs1;
  initial
    Q = 0;
  always @*
  begin
    previs1[0] = 1'b1;
	for (i=1; i<N; i=i+1)
	  previs1[i] = Q[i-1] && previs1[i-1];
  end
  always @(posedge clk)
  begin
	for (i=0; i<N; i=i+1)
	  if (previs1[i])
	    Q[i] <= !Q[i];
  end
  endmodule  
  module clocktune (clk, adj_hi, adj_lo, adjclk_div4);
    parameter N=4;
	input clk, adj_hi, adj_lo;
	output reg adjclk_div4;  
	wire [N-1:0] Q;
	reg [1:0] phase;
	initial
	begin
	   phase = 0;
	   adjclk_div4 = 0;
	end
	clockdiv #(N) div ( clk, Q);
	wire [1:0] Q_delay = Q[1:0] + phase;
	always @(posedge clk)
	begin
		if (Q == 0 && adj_hi)
			phase <= phase + 2'h1;  
		else if (Q == 0 && adj_lo)
		    phase <= phase - 2'h1;  
		adjclk_div4 <= Q_delay[1];
	end
endmodule  
module clockgen (clk, clk_div2, rate_sel, adj_hi, adj_lo, mclk, bitclk);
    parameter ADJ=10;
	input clk, clk_div2, adj_hi, adj_lo;
	input [1:0] rate_sel;  
	output reg mclk, bitclk;
	wire clk_adj;
	wire [1:0] clks;
	clocktune #(ADJ) clockadj  
    (clk, adj_hi, adj_lo, clk_adj);
	clockdiv #(2) do_mclk ( clk_adj, clks);  
	always @*
	begin
	  case(rate_sel)
	  2'h0:   
      begin
 	     mclk = clks[0]; 
		 bitclk = 0;
	  end
	  2'h1:   
      begin
 	     mclk = clks[0]; 
		 bitclk = clks[1];
	  end
	  2'h2:  
	  begin
		 mclk = clk_adj;
		 bitclk = clks[0];
	  end
	  2'h3:
	  begin
		mclk = clk_div2;  
		bitclk = clk_adj;
	  end
	  endcase
	end
endmodule  
module clock_mode(
	rx_lock, rx_lrclk, sample_clk, GPO_0,
	rate_sel, is_lock, enbl_osc49M, enbl_osc45M,
	sample_clk_div2);
	parameter N_rate = 8;
	parameter N_hold = 5;
	input rx_lock, rx_lrclk, sample_clk;
	input [7:0] GPO_0;
	output reg [1:0] rate_sel;
	output reg is_lock;
	output enbl_osc49M, enbl_osc45M;
	output sample_clk_div2;
	wire master_mode = GPO_0[0];
	wire master_base48 = GPO_0[1];
	wire [1:0] master_rate = GPO_0[3:2];
	reg is_base48, is_rate2;
	reg [N_hold-1:0] hold_cnt;
	reg next_base48, next_rate2;
	wire [N_rate-1:0] rate;
	wire [11:0] slow_clk;
	assign enbl_osc49M = master_mode ? master_base48 : is_base48;
	assign enbl_osc45M = !enbl_osc49M;
	assign sample_clk_div2 = slow_clk[0];
	initial
	begin
		is_base48 = 0;
		is_rate2 = 0;
		is_lock = 0;
		next_base48 = 0;
		next_rate2 = 0;
		hold_cnt = 0;
		rate_sel = 0;
	end
	always @(posedge sample_clk)
	begin
		if (master_mode)
			rate_sel <= master_rate;
		else  
			rate_sel <= is_rate2 ? 2'h2 : 2'h1;
	end
	clockdiv #(.N(12)) rate_clk( sample_clk, slow_clk);
	relative_rate #(.N(N_rate)) relative_rate( rx_lrclk, slow_clk[2], rate);
	wire prop_rate2  = rate <= 100;  
	wire [N_rate-2:0] rate_shft = prop_rate2 ? rate[N_rate-2:0] : rate[N_rate-1:1];
	wire prop_base48 = is_base48 ? (rate_shft < 67) : (rate_shft < 61);
	wire decent_rate = (rate_shft > 54) && (rate_shft < 75);
	always @(posedge slow_clk[11])  
	begin
		if (prop_base48 == next_base48 && prop_rate2 == next_rate2 && rx_lock && decent_rate)
			hold_cnt <= hold_cnt + 1;  
		else
		begin
			next_base48 <= prop_base48;
			next_rate2  <= prop_rate2;
			hold_cnt    <= 0;
		end
		if (&hold_cnt)  
		begin
			is_base48 <= next_base48;
			is_rate2  <= next_rate2;
		end
		is_lock <= (rx_lock && decent_rate) || master_mode;
	end	
endmodule  
module relative_rate( rx_lrclk, clk, rate);
	parameter N = 8;
	input rx_lrclk, clk;
	output reg [N-1:0] rate;
	reg [N-1:0] cnt;
	reg rx_lrclk_1, rx_lrclk_2;
	initial
	begin
		rate = 0;
		cnt = 0;
		rx_lrclk_1 = 0;
		rx_lrclk_2 = 0;
	end
	always @(posedge clk)
	begin 	 
		rx_lrclk_1 <= rx_lrclk;
		rx_lrclk_2 <= rx_lrclk_1;
		if (rx_lrclk_1 && ~rx_lrclk_2)  
		begin
			rate <= cnt;
			cnt <= 0;
		end
		else if (~(&cnt))  
			cnt <= cnt + 1;
	end
endmodule  
$ cat design/flow/constraint.sdc
current_design clock_mode

set clk_period 2.5
set clk_io_pct 0.2

create_clock -name clk0 -period $clk_period [get_ports {sample_clk}]

set non_clock_inputs [all_inputs -no_clocks]
set_input_delay [expr $clk_period * $clk_io_pct] -clock clk0 $non_clock_inputs
set_output_delay [expr $clk_period * $clk_io_pct] -clock clk0 [all_outputs]
$ cat design/flow/run.sh
#!/bin/bash
# OpenROAD 26Q1-2900-gdf79404cd8, Yosys 0.63+post, stock flow scripts
make -C /OpenROAD-flow-scripts/flow DESIGN_CONFIG=/design/flow/config.mk WORK_HOME=/design/flow/orfs finish
==> reports/results.ini <==
[run_status]
outcome = complete, no violations

[pwr]
comb_power_share = 0.049
seq_power_share = 0.555
p_leak_nw = 0.811
power_density_nw_per_um2 = 207
p_switching_w = 0.0000759
power_switching_share = 0.168
clock_power_share = 0.396
p_int_w = 0.000375
ir_drop_v = 0.000398

[clocking]
cts_setup_buffers = 0
cts_tree = built
root_buffer = clkbuf_8
cts_hold_buf = 0
htreeDepth = 1
clockBufferDepth = 2
clk_pin_slew_ns = 0.05
cts-buffers-inserted = 3
cts-resized-gates = 0
clock.latency.late_pin_ns = 0.24

[place]
dp_hpwl_microns = 2160
dpl_worst_slack_ns = 0.256
dp_cells = 252
gp_congestion = 0.853
port_buffers = 12

[global_routing]
grt_pass1_wl_microns = 4920
grt_antenna_before_repair = 0
first_global_vias = 1138
grt_usage = 0.121
grt_max_degree = 20
overflow = 0

[worst_setup_path]
end_kind = output port
worstPathBufferInverterCount = 3
crit_path_start = GPO_0[0]
cp.arrival_ns = 1.74
crit_required_ns = 2.00
reg2reg_depth = 6
r2r_end = rate_clk.Q[11]
path_delay_family = buffers and inverters
critPathMaxFanout = 6
rrSetupSlack_ns = 0.72
path_cells = clkdlybuf4s50_1, nand2_1, o21a_1, inv_1, clkdlybuf4s50_1
crit_path_start_kind = input pin
slowest_delay_ns = 0.56
crit_type = in2out
path_common_cell = clkdlybuf4s50_1
cpMaxStageDelayCell = clkdlybuf4s50_1
regToRegStartpoint = rate_clk.Q[2]

[timing]
setup_violations = 0
rsz0062_at_grt = false
hold_viol = 0
relSlewSlack = 0.648
setup-tns-final_ns = 0
hold_ws_ns = 0.430
untimed_endpoints = 41
worst_slew_pin_slew_ns = 0.527
min_period_ns = 2.24
drv_slew = 0
finalClockSkew_ns = 0.00233
max_freq_ghz = 0.447
finalCritPeriodShare = 0.895
worst_slack_ns = 0.262
unclocked_pins = 28

[route]
routed_via_density = 5.05
drt_iter0_markers = 58
drc_errors = 0
firstDrtPassIters = 5
vias = 1293
ant_nets = 0
insertedDiodeCount = 0
wl_per_cell_microns = 11.3
wl_microns = 2900

[worst_hold_path]
hold_path_class = reg2reg
hold_depth = 1
holdPathEnd = rate_clk.Q[0]
hold_start = rate_clk.Q[0]

[cells_and_area]
area.growth.synth_to_final_pct = 10.4
final_cells = 256
post-route-util = 0.462
num-fill-cells = 431
drive_gt1_frac = 0.0847

[yosys]
yosys_register_bits = 42
adder_share = 0.0190
ys_seq_frac = 0.542
syn-instance-count = 178
synth.logic.top_family = simple AND/OR/NAND/NOR gates
yosys-stat-area_sq_um = 1980
ys_sh_xor = 0.0310
ys_warn_count = 3
mux_area_frac = 0.0399
ys_types = 53
synthAoiAreaFrac = 0.136
ys_cells = 178
simple_gate_share = 0.169
netlist_area_sq_um = 1980
edf_count = 23
syn_avg_cell_area_sq_um = 11.1
async_flop_share = 0
flop_cell = edfxtp_1

[floorplan]
io_pins = 17
die_height_microns = 72.3
die_w_microns = 72.3
chipArea_sq_um = 5220
initCoreUtil = 0.418
core.rowCount = 25
core_area_sq_um = 4720

[run]
drv_cap = 0
tool_warnings = 29

-- worst register-to-register path, stage by stage, from the launching register on --
cell and delay, ns:
edfxtp_1 0.37, and3_1 0.22, and2_1 0.18, and3_1 0.21, and2_1 0.18, and3_1 0.21, and3_1 0.19
-- state kept, by name, summed over array words and instances (netlist names) --
register / cells
is_base48: 1
relative_rate.rx_lrclk_1: 1
rate_clk.Q: 12
relative_rate.cnt: 8
is_lock: 1
next_base48: 1
relative_rate.rate: 8
hold_cnt: 5
relative_rate.rx_lrclk_2: 1
next_rate2: 1
is_rate2: 1
rate_sel: 2
-- how the worst max path moves through the flow --
| stage | slack (ns) | end | depth (start not counted) |
|---|---|---|---|
| after CTS | 0.26 | enbl_osc49M | 5 |
| after global routing | 0.20 | enbl_osc49M | 5 |
| final | 0.26 | enbl_osc49M | 5 |
-- layout by cell type (no fill, tap or decap), types with 4 or more instances in the layout --
cell type | Yosys | final
a21oi_1 | 7 | 7
and3_1 | 10 | 10
clkdlybuf4s50_1 | 0 | 12
dfxtp_1 | 19 | 19
edfxtp_1 | 23 | 23
inv_1 | 18 | 18
nand2_1 | 7 | 7
nand3_1 | 7 | 7
nor2_1 | 11 | 11
nor4_1 | 6 | 6
o21a_1 | 4 | 4
xnor2_1 | 4 | 4
-- metal layers --
layer	vias up	part of all wire	routed length, microns	track usage
li1	671	-	-	-
met1	608	0.52	1520	0.197
met2	14	0.45	1310	0.196
met3	0	0.025	74	0.0183
met4	0	0	0	0
met5	-	0	0	0
-- stage by stage --
stage / power [W] / instance area [sq um]
floorplan: 0.000259 / 1980
global placement: 0.000277 / 2140
detailed placement: 0.000277 / 2140
CTS: 0.000458 / 2180
global route: 0.000470 / 2180
finish: 0.000451 / 2180
-- power by group through the flow --
stage,clock (W),combinational [W],sequential [W]
4_1_cts,0.000185,0.0000225,0.000250
6_report,0.000179,0.0000221,0.000250
5_1_grt,0.000196,0.0000240,0.000250
-- layout make-up --
type	instances	area, sq um	area share
Timing Repair Buffer	14	135	0.0619
Clock inverter	1	3.75	0.00172
Inverter	18	67.6	0.0310
Clock buffer	3	41.3	0.0189
Multi-Input combinational cell	111	779	0.357
Sequential cell	42	1070	0.491
Tap cell	67	83.8	0.0384
-- cells by family after synthesis --
| logic type | Yosys count |
|---|---|
| AOI/OAI and AO/OA | 35 |
| xor gates and xnor gates | 7 |
| adders and majority gates | 3 |
| buffers and inverters | 25 |
| DFF | 42 |
| muxes | 6 |
| and+or+nand+nor | 60 |
-- synthesized netlist by cell type, drive strengths merged, types with 2 or more instances --
| master | n | area (sq um) |
|---|---|---|
| dfxtp | 19 | 380 |
| and3 | 10 | 62.6 |
| nand3 | 8 | 45.0 |
| edfxtp | 23 | 691 |
| a21o | 2 | 15.0 |
| o2111ai | 2 | 17.5 |
| a21oi | 7 | 35.0 |
| nor2 | 11 | 41.3 |
| nand2 | 7 | 26.3 |
| or3 | 2 | 12.5 |
| nor3b | 2 | 15.0 |
| buf | 6 | 53.8 |
| mux2i | 4 | 52.6 |
| inv | 18 | 67.6 |
| a22oi | 2 | 20.0 |
| xnor2 | 4 | 35.0 |
| nor3 | 3 | 15.0 |
| ha | 3 | 37.5 |
| mux2 | 2 | 26.3 |
| xor2 | 3 | 26.3 |
| o21ai | 4 | 23.8 |
| o21bai | 2 | 18.8 |
| nor4 | 6 | 37.5 |
| o21a | 4 | 30.0 |
| and2 | 3 | 18.8 |
| nor2b | 3 | 18.8 |
Power is estimated from default activity; no workload was simulated.
